==> ./run.sh <==
#!/bin/bash
# OpenROAD 26Q1-2900-gdf79404cd8, Yosys 0.63+post, stock flow scripts
make -C /OpenROAD-flow-scripts/flow DESIGN_CONFIG=/design/flow/config.mk WORK_HOME=/design/flow/orfs finish
==> ./config.mk <==
export PLATFORM = sky130hd
export DESIGN_NAME = immediate_generator
export DESIGN_NICKNAME = immediate_generator
export VERILOG_FILES = /design/flow/design.v
export SDC_FILE = /design/flow/constraint.sdc
export NUM_CORES = 4
export LEC_CHECK = 1
export CORE_AREA = 10 10 70 70
export DIE_AREA = 0 0 80 80
==> ./constraint.sdc <==
current_design immediate_generator

set clk_period 2.6
set clk_io_pct 0.2

create_clock -name clk0 -period $clk_period

set non_clock_inputs [all_inputs -no_clocks]
set_input_delay [expr $clk_period * $clk_io_pct] -clock clk0 $non_clock_inputs
set_output_delay [expr $clk_period * $clk_io_pct] -clock clk0 [all_outputs]
==> ./design.v <==
module immediate_generator (
    input logic [24:0] inmGen,
    input logic [2:0] immSrc,
    output logic [31:0] immExt
);
    logic [11:0] immI;
    logic [11:0] immS;
    logic [12:0] immB;
    logic [31:0] immU;
    logic [20:0] immJ;
    assign immI = inmGen[24:13];  
    assign immS = {inmGen[24:18], inmGen[4:0]};  
    assign immB = {inmGen[24], inmGen[0], inmGen[23:18], inmGen[4:1], 1'b0};
    assign immU = {inmGen[24:5], 12'b0};
    assign immJ = {inmGen[24], inmGen[12:5], inmGen[13], inmGen[23:14], 1'b0};
    always_comb begin
        case (immSrc)
            3'b000: immExt= $signed(immI);
            3'b001: immExt= $signed(immS);
            3'b101: immExt= $signed(immB);
            3'b010: immExt= $signed(immU);
            3'b110: immExt= $signed(immJ);
            default: immExt= 0;
        endcase
    end
endmodule
==> flow_summary.json <==
{
  "run_status": "complete, no violations",
  "gp_routability_congestion": 0.8270,
  "avgViaCountPerCell": 4.120,
  "firstDrtPassIters": 4,
  "number_of_max_cap_violations": 0,
  "clock_power_share_pct": 0,
  "areaGrowthSynthToFinish_pct": 134.0,
  "timing.setup.tns_ns": 0,
  "seq_cells": 0,
  "grt_pass1_wl_mm": 4.008,
  "grt.overflow.total": 0,
  "placeableCoreArea_sq_um": 3416,
  "worst_hold_path.num_cells": 4,
  "fmax_mhz": 396.0,
  "totalPowerFinal_uw": 220.8,
  "irDropWorstVdd_mv": 0.07186,
  "yosys_cells": 79,
  "maxSlewHeadroom_pct": 78.31,
  "switching_share_pct": 31.64,
  "holdCritStartpoint": "immSrc[2]",
  "total_switching_power_uw": 69.88,
  "register_area_sq_um": 0,
  "io_pins": 60,
  "wl_per_cell_microns": 13.28,
  "cp_endpoint_kind": "output pin",
  "route.vias.total": 791,
  "grt_util_all_layers_pct": 7.458,
  "combGateArea_sq_um": 469.2,
  "worst-slew-pin-transition_ns": 0.3254,
  "layout-drive-gt1-share_pct": 23.29,
  "die_width_microns": 80,
  "postLayoutSetupSlackWorst_ns": 0.07467,
  "setup_violations": 0,
  "placedCellCount": 192,
  "preCtsSetupSlack_ns": -0.1093,
  "detailed_place_hpwl_mm": 2.215,
  "power.density_nw_per_um2": 175.4,
  "timing.hold.worst.class": "in -> out",
  "worstHoldEndpoint": "immExt[25]",
  "cp.required_ns": 2.08,
  "avgSynthCellArea_sq_um": 6.810,
  "finalCriticalPeriod_ns": 2.525,
  "first_global_vias": 786,
  "post-synth-top-area-fraction_pct": 16.28,
  "grt_antenna_before_repair": 0,
  "rsz0062_at_grt": "yes",
  "critPathLaunchType": "input pin",
  "synth.largest_area_cell": "sky130_fd_sc_hd__o21ai_2",
  "die_area_sq_um": 6400,
  "p_comb_share_pct": 100.0,
  "final_core_utilization_pct": 36.85,
  "post_cts_buffers": 0,
  "synthDistinctLibCells": 24,
  "yosysChipArea_sq_um": 538.0,
  "die_height_microns": 80,
  "synth.yosys.seq_area_share_pct": 0,
  "static-leakage-power_nw": 0.5435,
  "data_arrival_time_of_the_worst_path_ns": 2.01,
  "part_of_the_cycle_the_worst_path_needs_pct": 97.13,
  "crit_path_max_fanout": 8,
  "cell_internal_pwr_uw": 150.9,
  "detail_route.drc_violations": 0,
  "drt-initial-drc-count": 28,
  "fp-row-count": 21,
  "hold_viol_final": 0,
  "yosys-top-cells-area": "sky130_fd_sc_hd__o21ai_2, sky130_fd_sc_hd__a21o_1, sky130_fd_sc_hd__a21oi_1",
  "floorplanUtilization_pct": 15.75,
  "tool_warnings": 33,
  "synthesis.instances": 79,
  "antenna-diode-count": 0,
  "sequentialPowerShare_pct": 0,
  "slew_viol_final": 0,
  "fillers": 358,
  "totalWireLength_mm": 2.549,
  "route.antenna.remaining_nets": 0,
  "layout.cells.non_filler": 192,
  "post_cts.resized_instances": 6,
  "synth_top_cell_by_count": "sky130_fd_sc_hd__a21oi_1",
  "synth.top_cells.by_count": "sky130_fd_sc_hd__a21oi_1, sky130_fd_sc_hd__o21ai_2, sky130_fd_sc_hd__a21o_1",
  "port_buffers": 60,
  "syn-cell-area_sq_um": 538.0,
  "pin_count_of_the_biggest_net_entering_global_routing": 15,
  "worstSetupPathType": "in -> out",
  "postCtsHoldBufs": 0,
  "synth_warnings": 1,
  "final.clkbuf_count": 0
}
[worst max-delay path by stage]
stage | startpoint | end | cells past startpoint
4_1_cts | inmGen[24] | immExt[14] | 6
5_1_grt | inmGen[24] | immExt[26] | 6
6_report | inmGen[24] | immExt[12] | 6
[power by group through the flow]
stage                 logic, mW  registers [mW]  clock network, mW
after global routing      0.242               0                  0
final                     0.221               0                  0
after CTS                 0.223               0                  0
[cell families (layout without fill, tap and decap cells)]
logic type / after synthesis / after routing / synth area share [%]
compound gates: 37 / 37 / 49.30
simple gates: 29 / 29 / 31.86
buf+inv: 11 / 78 / 15.58
xor+xnor: 2 / 2 / 3.256
[worst max-delay path, cell delays in order]
cell                              delay, ns
sky130_fd_sc_hd__clkdlybuf4s50_1       0.48
sky130_fd_sc_hd__nor2b_4               0.16
sky130_fd_sc_hd__nor2b_2               0.16
sky130_fd_sc_hd__buf_6                 0.13
sky130_fd_sc_hd__a21o_1                0.09
sky130_fd_sc_hd__clkdlybuf4s50_1       0.46
[layout by cell type (no fill, tap or decap)]
cell type and count:
sky130_fd_sc_hd__buf_6 1, sky130_fd_sc_hd__buf_4 16, sky130_fd_sc_hd__nand2_1 7, sky130_fd_sc_hd__inv_1 1
sky130_fd_sc_hd__a21oi_1 11, sky130_fd_sc_hd__o21a_1 1, sky130_fd_sc_hd__a32o_1 1, sky130_fd_sc_hd__nor2b_1 2
sky130_fd_sc_hd__nor3_1 1, sky130_fd_sc_hd__and2b_1 1, sky130_fd_sc_hd__nand4b_1 1, sky130_fd_sc_hd__nand3_1 2
sky130_fd_sc_hd__xnor2_1 2, sky130_fd_sc_hd__o21ai_1 2, sky130_fd_sc_hd__and3b_1 1, sky130_fd_sc_hd__dlygate4sd2_1 3
sky130_fd_sc_hd__clkdlybuf4s50_1 57, sky130_fd_sc_hd__nor2_1 2, sky130_fd_sc_hd__a21oi_2 1, sky130_fd_sc_hd__a21o_1 8
sky130_fd_sc_hd__a32oi_1 3, sky130_fd_sc_hd__o21ai_2 10, sky130_fd_sc_hd__and2_1 6, sky130_fd_sc_hd__nor2b_4 2
sky130_fd_sc_hd__nor2b_2 4
[final cells by class]
class | instances | area share [%]
Multi-Input combinational cell | 68 | 37.28
Tap cell | 46 | 4.573
Timing Repair Buffer | 77 | 57.85
Inverter | 1 | 0.2982
[per-stage QoR]
step | hold WS, ns | instance area (sq um)
3_5_place_dp | 2.001 | 1244
4_1_cts | 1.949 | 1247
5_1_grt | 1.967 | 1259
6_report | 1.933 | 1259
3_3_place_gp | 1.995 | 1244
2_1_floorplan | 1.101 | 538.0
[routing by layer]
metal / global-route usage, % / vias to the layer above / share of wire (%)
li1: - / 417 / -
met1: 10.28 / 344 / 47
met5: 0 / - / 0
met4: 0 / 0 / 0
met3: 2.273 / 0 / 9.0
met2: 11.80 / 30 / 44
Power is estimated from default activity; no workload was simulated.
