==> flow/design.v <==
module alu (
    input logic [31:0] A,
    input logic [31:0] B,
    input logic [3:0] aluOp,
    output logic [31:0] aluRes
);
    always_comb begin
        case (aluOp)
            4'b0000: aluRes = A + B;  
            4'b1000: aluRes = A - B;  
            4'b0001: aluRes = A << B[4:0];  
            4'b0010: aluRes = $signed(A) < $signed(B);  
            4'b0011: aluRes = A < B;  
            4'b0100: aluRes = A ^ B;  
            4'b0101: aluRes = A >> B[4:0];  
            4'b1101: aluRes = $signed(A) >>> B[4:0];  
            4'b0110: aluRes = A | B;  
            4'b0111: aluRes = A & B;  
            default: aluRes = 0;
        endcase
    end
endmodule
==> flow/run.sh <==
#!/bin/bash
# OpenROAD 26Q1-2900-gdf79404cd8, Yosys 0.63+post, stock flow scripts
make -C /OpenROAD-flow-scripts/flow DESIGN_CONFIG=/design/flow/config.mk WORK_HOME=/design/flow/orfs finish
==> flow/config.mk <==
export PLATFORM = sky130hd
export DESIGN_NAME = alu
export DESIGN_NICKNAME = alu
export VERILOG_FILES = /design/flow/design.v
export SDC_FILE = /design/flow/constraint.sdc
export NUM_CORES = 4
export LEC_CHECK = 1
export CORE_UTILIZATION = 30
==> flow/constraint.sdc <==
current_design alu

set clk_period 14.0
set clk_io_pct 0.2

create_clock -name clk0 -period $clk_period

set non_clock_inputs [all_inputs -no_clocks]
set_input_delay [expr $clk_period * $clk_io_pct] -clock clk0 $non_clock_inputs
set_output_delay [expr $clk_period * $clk_io_pct] -clock clk0 [all_outputs]
==> out/summary.txt <==
overall die width - 176 um
total of clock buffers placed in the layout - 0
gp weighted congestion - 1.03
Fill cells - 3224
number of hold violations in the final report - 0
AND-OR/OR-AND share of the synthesized area - 36.1%
standby leakage power - 0.00419 uW
endpoint type of the worst setup path - primary output
Storage cell area - 0 um2
Setup Viol. Count Final - 0
sum of overflow across all layers after global routing - 0
final non-filler cell area - 10100 um2
vias post-DR - 10500
CTS hold repair buffers - 0
number of max-slew violations in the final report - 0
result of the run - completed
Max VDD drop - 0.0000161 V
number of antenna violations at the first check in global routing - 2
average wire length per cell after detail routing - 23.9 um
fraction of final layout cells with drive strength greater than 1 - 7.79%
data arrival at the endpoint of the critical path - 7.79 ns
synthesized instance count - 1340
violation count after the first detailed-routing iteration - 1040
CTS-repair resized insts - 0
Post CTS Setup Buffer Count - 0
Area growth, synth to finish - 11.3%
final-layout setup total negative slack - 0 ns
ratio of total power to cell area - 41.5 nW/um2
data required time at the worst endpoint - 11.20 ns
area inside the core boundary - 29800 um2
adder share - 13.7%
total cell area reported by yosys after synthesis - 9120 um2
setup repair after global routing missed its margin - no
post-synthesis share of cell area spent on xor and xnor gates - 1.54%
class of the most critical hold timing path - primary input to primary output
Max Freq - 94.5 MHz
Ant. Diodes - 0
instance area at placement - 10100 um2
post-synthesis instance area - 9120 um2
row count - 63
Core Util at FP - 30.6%
logic area - 8130 um2
global-route wire length before repair - 62100 um
# port buffers - 100
IO Count - 100
via count of the first global-routing pass - 9667
actual transition at the worst max-transition pin - 0.890 ns
max_slew headroom - 40.4%
Setup Crit Path Kind - primary input to primary output
total routed wirelength - 41900 um
post-synthesis share of cell area spent on and, or, nand and nor gates - 20.2%
dominant non-sequential cell family after synthesis - AND-OR/OR-AND gates
pin count of the biggest net entering global routing - 68
final period utilization - 75.6%
Mean Syn Cell Area - 6.81 um2
Total Routing Usage GR - 26.9%
multiplexer area fraction after synthesis - 17.5%
Maximum Capacitance Violations - 0
number of warnings the tools reported - 97
number of vias per cell - 6.01
first-pass detailed-route iteration total - 5
peak fanout along the critical path - 67
sequential element share of the synthesized area - 0%
Tmin final - 10.59 ns
overall die height - 176 um
DRC errors left - 0
overall die area - 31100 um2
Detail Route Antenna Nets - 0
type of origin of the critical path - primary input
sequential cell count of the final layout - 0
detailed-placement wirelength estimate - 33200 um
number of synthesis warnings - 1
count of instantiated cells in the yosys netlist - 1340
number of distinct library cell variants in the gate-level netlist after synthesis - 91
==> worst max-delay path: stages <==
cell	delay, ns
sky130_fd_sc_hd__buf_2	0.08
sky130_fd_sc_hd__buf_4	0.52
sky130_fd_sc_hd__clkinv_1	0.80
sky130_fd_sc_hd__ha_1	0.62
sky130_fd_sc_hd__inv_1	0.16
sky130_fd_sc_hd__o221ai_1	0.20
sky130_fd_sc_hd__a21oi_1	0.26
sky130_fd_sc_hd__o21ai_1	0.15
sky130_fd_sc_hd__o221a_2	0.37
sky130_fd_sc_hd__o21ai_1	0.26
sky130_fd_sc_hd__nand4_1	0.16
sky130_fd_sc_hd__a2111oi_0	0.78
sky130_fd_sc_hd__o31ai_1	0.16
sky130_fd_sc_hd__clkdlybuf4s50_1	0.43
==> logic make-up after synthesis <==
logic type	Yosys count
AOI/OAI and AO/OA	496
and+or+nand+nor	401
buffers and inverters	207
muxes	121
adders and majority gates	99
xor gates and xnor gates	16
==> synth_stat cells, drive strengths merged (15+ instances only) <==
cell	n	area share (%)
clkbuf	43	1.8
nand3	20	1.1
o22ai	15	1.0
mux2	27	3.4
o21ai	111	6.1
o211ai	18	1.5
nor3	28	1.7
o31ai	18	1.5
inv	102	4.2
nor2	148	6.1
nand2	120	4.9
mux2i	69	7.7
a21oi	144	8.0
buf	59	4.8
a211oi	41	3.4
nand2b	16	1.1
ha	97	13
mux4	25	6.3
xnor2	15	1.4
==> final cells by class <==
cell class	instances	share of cell area [%]
repair buffers	122	11.2
multi-input cells	1133	80.1
inverters	105	3.88
well taps	390	4.81
==> report_power, final <==
group	internal, uW	switching (uW)	total (uW)
combinational	165	256	421
clock	0	0	0
sequential	0	0	0
total	165	256	421
==> path summary, 6_finish.rpt <==
path,end,start,depth (start not counted),slack (ns)
max,aluRes[0],B[3],14,3.41
min,aluRes[8],B[4],4,6.68
==> routing by layer <==
metal | global-route usage (%) | share of wire (%) | vias to the layer above
met5 | 0 | 0 | -
met4 | 5.17 | 2.2 | 0
met3 | 2.55 | 6.7 | 44
met2 | 41.4 | 45 | 405
met1 | 40.9 | 47 | 5063
li1 | - | - | 5010
==> cells in the final DEF, fill, tap and decap left out, drive strengths merged, types with 27 or more instances in the layout <==
cell type,instances
nor2,148
a21oi,144
nand2,120
o21ai,111
inv,102
ha,97
clkdlybuf4s50,94
mux2i,69
a211oi,41
nor3,28
buf,28
mux2,27
==> metrics by stage <==
step	std cells	hold WS, ns	utilization, %	power [uW]	setup WS [ns]
CTS	1750	6.70	34.1	415	3.61
global placement	1750	6.71	34.1	416	3.66
global route	1750	6.74	34.1	455	3.17
detailed placement	1750	6.70	34.1	412	3.63
floorplan	1340	5.75	-	266	5.51
finish	1750	6.68	34.1	421	3.41
Power and IR drop assume default switching activity.
