==> flow/design.v <==
module registers_unit (
    input logic clk,
    input logic [4:0] rs1,
    input logic [4:0] rs2,
    input logic [4:0] rd,
    input logic [31:0] dataWr,
    input logic ruWr,
    output logic [31:0] ruRs1,
    output logic [31:0] ruRs2
);
    logic [31:0] ru [31:0];
    always_ff @(posedge clk) begin
        if (ruWr) begin
            ru[rd] <= dataWr;
            ruRs1 = 32'b0;
            ruRs2 = 32'b0;
        end 
        else begin
            ruRs1 = ru[rs1];
            ruRs2 = ru[rs2];
        end
    end
endmodule
==> flow/run.sh <==
#!/bin/bash
# OpenROAD 26Q1-2900-gdf79404cd8, Yosys 0.63+post, stock flow scripts
make -C /OpenROAD-flow-scripts/flow DESIGN_CONFIG=/design/flow/config.mk WORK_HOME=/design/flow/orfs finish
==> flow/config.mk <==
export PLATFORM = sky130hd
export DESIGN_NAME = registers_unit
export DESIGN_NICKNAME = registers_unit
export VERILOG_FILES = /design/flow/design.v
export SDC_FILE = /design/flow/constraint.sdc
export NUM_CORES = 4
export LEC_CHECK = 1
export CORE_UTILIZATION = 40
==> flow/constraint.sdc <==
current_design registers_unit

set clk_period 7.7
set clk_io_pct 0.2

create_clock -name clk0 -period $clk_period [get_ports {clk}]

set non_clock_inputs [all_inputs -no_clocks]
set_input_delay [expr $clk_period * $clk_io_pct] -clock clk0 $non_clock_inputs
set_output_delay [expr $clk_period * $clk_io_pct] -clock clk0 [all_outputs]
==> qor.txt <==
status: completed
mux frac, synth: 25.91%
ANT nets after route: 0
most frequent cells in the layout: 1024 x edfxtp_1, 448 x mux4_2, 256 x mux2i_1
Tmin final: 3.929 ns
# Cells Yosys: 2394
Top logic family: multiplexers
mapped cell area: 48840 sq um
Final Hold Viols: 0
RSZ-0062 raised after global routing: false
CTS Root Cell: clkbuf_16
core area: 120400 sq um
Leak: 0.01795 uW
Worst Path Arrival: 4.45 ns
Avg WL per Cell: 35.32 um
Final Slew Violations: 0
Max-area cell share: 62.96%
postcts setup bufs: 0
placed inst area: 52020 sq um
FP Core Util: 40.55%
commonest non-fill, non-tap cell in the layout: edfxtp_1
TritonRoute pass-1 iters: 5
xor/xnor share: 0%
Die Wd: 351.4 um
via/cell ratio: 6.305
worst slew pin tran: 0.9745 ns
Mapped Cells: 2394
syn_area_per_cell: 20.40 sq um
pin count of the biggest net entering global routing: 94
routed wire length: 150.5 mm
I/O Buffers: 112
gr usage total: 27.18%
area leader, netlist: edfxtp_1
routed via count: 26872
worst min path class: reg -> reg
Iteration-0 DRC Markers: 1893
warnings from Yosys: 1
CP bufs+invs: 3
post-DP HPWL: 88.66 mm
worst setup path class: in -> reg
WP data required: 8.22 ns
Max FO, Critical Path: 24
post-layout period usage of the worst path: 51.03%
# clock sinks: 1088
design area: 56090 sq um
share of layout cells above drive strength 1: 32.19%
critical path's top delay family: buffers and inverters
simple-gate share of the synthesized area: 0.9581%
combinational power share: 7.8%
distinct cell type count after synthesis: 32
gr ovfl total: 0
slowest stage cell, crit path: nor2b_4
fillers: 9855
Ports: 113
Cell area leaders: edfxtp_1 63%, mux4_2 21%, mux2i_1 5.2%, dfxtp_1 2.6%, a221o_1 1.3%
MI comb area: 15870 sq um
sw frac: 22.14%
antenna violations before repair: 3
final core occ: 46.56%
Layout Area Growth over Synthesis: 14.84%
H-Tree Depth: 3
RePlAce Congestion: 0.8789
register area share after synthesis: 65.58%
Diodes inserted: 0
total CTS buffers: 113
slew margin rel.: 34.83%
Adder Share, Synth: 0%
CP Capture Type: flip-flop
Die ar.: 123500 sq um
CTS tree: done
global-route wire length before repair: 215.3 mm
most used cell, CP: buf_4
die height: 351.4 um
Late-Pin Clk Latency: 0.71 ns
Clk pwr share: 43.4%
Seq pwr share: 48.8%
clock tree buffer depth: 3
max frequency: 254.5 MHz
std cell rows: 127
Clk pin slew, worst setup/hold paths: 0.06 ns
OpenROAD warning count: 26
Complex Gates by Area: 5.014%
crit path launch type: input port
Worst VDD drop: 0.1712 mV
Worst Clk Skew: 0.02599 ns
max-cap viol count: 0
Final setup viols: 0
cts hold-fix bufs: 0
number of global-route vias before repair: 30246
residual DRC count: 0
switching power total: 3005 uW
yosys synthesis chip area: 48840 sq um
Internal: 10570 uW
crit-path cells: buf_2 > buf_4 > nor2b_4 > buf_4 > a221o_1 > a31oi_1
Flop area: 32030 sq um
Power Dens Cells: 242.0 nW/um^2
total negative slack: 0 ns
Largest stage delay, worst path: 0.73 ns
Seq cells post-synth: 1088
post-cts resize count: 0
==> kinds of logic (layout without fill, tap and decap cells) <==
logic type | Yosys count | after routing
DFF | 1088 | 1088
muxes | 704 | 704
AOI/OAI and AO/OA | 298 | 298
buffers and inverters | 199 | 455
and+or+nand+nor | 105 | 105
==> worst paths after layout <==
check	slack [ns]	to	from	depth (start not counted)
setup / recovery	3.77	ruRs2[17]	rs2[3]	6
hold / removal	0.79	ruRs1[23]	ru[26][23]	4
setup reg to reg	5.82	ruRs1[16]	ru[1][16]	4
hold reg to reg	0.79	ruRs1[23]	ru[26][23]	4
==> worst register-to-register path, stage by stage (launching register included) <==
cell,delay [ns]
edfxtp_1,0.34
mux4_2,0.25
mux2i_1,0.07
a221o_1,0.43
a31oi_1,0.62
==> area by class of cell <==
| type | count | area share (%) |
|---|---|---|
| clock buffers | 136 | 5.394 |
| repair buffers | 238 | 3.728 |
| well taps | 1612 | 3.596 |
| clock inverters | 79 | 1.849 |
| multi-input cells | 1107 | 28.30 |
| flip-flops and latches | 1088 | 57.11 |
| inverters | 2 | 0.02677 |
==> synthesized netlist by cell type (all sizes together) <==
cell type,instances
o21ai,42
a22oi,64
dfxtp,64
a221o,64
nor2b,6
nand3,2
mux4,448
a31oi,64
nand2,45
or3b,3
or3,1
and2,2
nand3b,5
clkbuf,66
nor2,41
a221oi,42
buf,131
edfxtp,1024
inv,2
o2111ai,22
mux2i,256
==> metrics by stage <==
step | setup slack, ns | instances | hold WS [ns] | total power (uW)
finish | 3.771 | 4262 | 0.7941 | 13580
global route | 3.585 | 4262 | 0.8399 | 13960
floorplan | 3.726 | 2394 | 0.7011 | 7348
detailed placement | 3.087 | 4047 | 0.7927 | 7809
CTS | 3.832 | 4262 | 0.8055 | 13660
global placement | 3.085 | 4047 | 0.7548 | 7796
==> per-layer routing <==
| metal | GRT usage (%) | vias up | wire [um] |
|---|---|---|---|
| met1 | 30.91 | 13637 | 46670 |
| li1 | - | 10800 | - |
| met2 | 40.27 | 2073 | 71740 |
| met4 | 9.246 | 14 | 6559 |
| met3 | 19.88 | 348 | 25030 |
| met5 | 2.983 | - | 514 |
==> state kept, by name, indices dropped and copies added (netlist names) <==
signal	cells
ru	1024
ruRs1	32
ruRs2	32
==> power groups by stage <==
stage | clock (uW) | sequential [uW] | combinational [uW]
after CTS | 5970 | 6620 | 1060
final | 5890 | 6620 | 1060
after global routing | 6200 | 6630 | 1130
Power figures rest on the tool's default switching activity, not on a simulated workload.
